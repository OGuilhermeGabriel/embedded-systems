File: design/flow/config.mk
export PLATFORM = sky130hd
export DESIGN_NAME = bwcomparator
export DESIGN_NICKNAME = bwcomparator
export VERILOG_FILES = /design/flow/design.v
export SDC_FILE = /design/flow/constraint.sdc
export NUM_CORES = 4
export LEC_CHECK = 1
export CORE_AREA = 10 10 70 70
export DIE_AREA = 0 0 80 80
File: design/flow/constraint.sdc
current_design bwcomparator

set clk_period 1.7
set clk_io_pct 0.2

create_clock -name clk0 -period $clk_period

set non_clock_inputs [all_inputs -no_clocks]
set_input_delay [expr $clk_period * $clk_io_pct] -clock clk0 $non_clock_inputs
set_output_delay [expr $clk_period * $clk_io_pct] -clock clk0 [all_outputs]
File: design/flow/design.v
module bwcomparator #(parameter N = 4) (
    input  [N-1:0] a, 
    input  [N-1:0] b, 
    output eq, 
    output lt, 
    output gt
);
  wire [N-1:0] eq_bit, lt_bit, gt_bit;
  genvar i;
  generate
    for (i = 0; i < N; i = i + 1) begin : comp
      onecomparator u_cmp (
        .a(a[i]),
        .b(b[i]),
        .eq(eq_bit[i]),
        .lt(lt_bit[i]),
        .gt(gt_bit[i])
      );
    end
  endgenerate
  assign eq = &eq_bit;    
  assign gt = gt_bit[N-1] |
              (eq_bit[N-1] & gt_bit[N-2]) |
              (eq_bit[N-1] & eq_bit[N-2] & gt_bit[N-1-2]) |
              (eq_bit[N-1] & eq_bit[N-2] & eq_bit[N-3] & gt_bit[0]);
  assign lt = lt_bit[N-1] |
              (eq_bit[N-1] & lt_bit[N-2]) |
              (eq_bit[N-1] & eq_bit[N-2] & lt_bit[N-1-2]) |
              (eq_bit[N-1] & eq_bit[N-2] & eq_bit[N-3] & lt_bit[0]);
endmodule
module onecomparator (
    input  a, 
    input  b, 
    output eq, 
    output lt, 
    output gt
);
  assign eq = ~(a ^ b);    
  assign lt = (~a & b);    
  assign gt = (a & ~b);    
endmodule
File: design/flow/run.sh
#!/bin/bash
# OpenROAD 26Q1-2900-gdf79404cd8, Yosys 0.63+post, stock flow scripts
make -C /OpenROAD-flow-scripts/flow DESIGN_CONFIG=/design/flow/config.mk WORK_HOME=/design/flow/orfs finish
==> results_dict.tcl <==
# flow metrics
set metrics [dict create \
    grt-ovfl-total 0 \
    warning_count 36 \
    p_sw_share_pct 42.5 \
    vias_per_cell 2.31 \
    diodes 0 \
    critPathLaunchType "input pin" \
    yosysUniqueCellTypes 6 \
    top_area_share_pct 57.6 \
    rsz0062_at_grt "no" \
    setup_viol 0 \
    io_pins 11 \
    hold_path_class "input pin to output port" \
    fin_crit_ns 1.61 \
    slew_viol_final 0 \
    p_per_area_nw_per_um2 186 \
    grt_max_degree 4 \
    ys_area_um2 174 \
    first_global_vias 183 \
    path_delay_family "buffers and inverters" \
    dpl-instance-area_um2 357 \
    dp_hpwl_um 497 \
    wl_per_cell_um 6.60 \
    cap_violations 0 \
    die_x_um 80 \
    seqPwrFrac_pct 0 \
    numPortBuffers 11 \
    ys_seq_share_pct 0 \
    drt_wl_total_um 554 \
    ant_nets 0 \
    fp_util_pct 5.09 \
    p_int_uw 41.7 \
    flops 0 \
    worst_pin_slew_ns 0.151 \
    die_area_um2 6400 \
    worstSetupEndpointType "output port" \
    fin_tns_setup_ns 0 \
    power.leakage_nw 0.189 \
    coreArea_um2 3420 \
    drc 0 \
    syn_inst 24 \
    design_area_um2 389 \
    ys_warn_count 0 \
    clock_power_share_pct 0 \
    ff_latch_area_um2 0 \
    comb_power_share_pct 100.0 \
    ys_cells 24 \
    syn_avg_cell_area_um2 7.25 \
    clock_buffers 0 \
    layout-drive-gt1-share_pct 39.5 \
    fmax_ghz 0.620 \
    topCellsByArea "ha_1, inv_1, a21oi_1" \
    path_class "input pin to output port" \
    antenna_found_initial 0 \
    outcome "finished clean" \
    syn2layout_area_growth_pct 124 \
    path_cells "dlygate4sd2_1, ha_4, and4_4, dlygate4sd2_1" \
    slew_headroom_pct 89.9 \
    hold_viol 0 \
    critical_path.max_stage_delay_ns 0.28 \
    dr_total_vias 194 \
    num_rows 21 \
    ir_worst_vdd_uv 20.7 \
    synth_area_um2 174 \
    cp_common_cell "dlygate4sd2_1" \
    firstDrtPassIters 1 \
    crit_arrival_ns 1.27 \
    chipHeight_um 80 \
    p_switching_uw 30.7 \
    slowest_stage "ha_4" \
    crit_start "b[1]" \
    gp_congestion 0.709 \
    hold_start "b[3]" \
    cp.buffers_inverters 2 \
    drt_iter0_markers 0 \
    period_used_pct 94.9 \
    top_area_cell "ha_1" \
    grt_pass1_wl_um 855 \
    grt_usage_pct 1.62 \
    cp.required_ns 1.36 \
    crit_path_max_fanout 3 \
]
==> power by group through the flow <==
stage | combinational, mW | clock [mW] | sequential [mW]
final | 0.0724 | 0 | 0
after global routing | 0.0823 | 0 | 0
after CTS | 0.0706 | 0 | 0
==> kinds of logic (layout without fill, tap and decap cells) <==
family,Yosys count,in the layout,share of synthesized area (%)
AOI/OAI and AO/OA,6,6,17.3
adders and majority gates,8,8,57.6
buffers and inverters,8,22,17.3
and+or+nand+nor,2,2,7.91
==> per-layer routing <==
| metal | GRT usage (%) | part of all wire (%) |
|---|---|---|
| met1 | 2.04 | 41 |
| met2 | 2.81 | 49 |
| met3 | 0.455 | 9.9 |
| met4 | 0 | 0 |
| met5 | 0 | 0 |
==> cell type report <==
class | count | area [um2]
repair buffers | 14 | 111
fillers | 404 | 3030
inverters | 8 | 30.0
well taps | 46 | 57.6
multi-input cells | 16 | 190
==> final timing paths <==
check  to  slack, ns  cells past startpoint
max    eq       0.09                      4
min    lt       1.08                      5
==> placed cells by master, fill, tap and decap left out <==
master,Yosys,final
o21ai_1,2,1
a21oi_2,0,1
nand2_1,1,1
inv_2,0,2
buf_4,0,3
a21oi_1,4,3
dlygate4sd2_1,0,6
buf_2,0,1
ha_1,8,5
ha_4,0,3
clkbuf_2,0,2
clkdlybuf4s15_2,0,1
clkdlybuf4s15_1,0,1
o21ai_2,0,1
and4_4,0,1
inv_1,8,6
==> repair_timing <==
| action | in CTS | in global routing |
|---|---|---|
| buffers inserted | 1 | 0 |
| pin swaps | 3 | 1 |
| hold buffers | 0 | 0 |
| hold endpoints to repair | 0 | 0 |
| resized | 23 | 6 |
| endpoints found under the setup margin | 3 | 3 |
==> cells in the mapped netlist <==
library cell and count:
ha_1 8, inv_1 8, a21oi_1 4, o21ai_1 2
and4_2 1, nand2_1 1
==> through the flow <==
stage / worst slack (ns) / total power [mW] / cells / util, % / hold WS (ns)
final: 0.0864 / 0.0724 / 84 / 11.4 / 1.08
after global routing: 0.00126 / 0.0823 / 84 / 11.4 / 1.13
after CTS: 0.00139 / 0.0706 / 84 / 11.1 / 1.24
after detailed placement: -0.553 / 0.0672 / 83 / 10.4 / 1.90
after global placement: -0.552 / 0.0664 / 83 / 10.4 / 1.89
after floorplan: 0.481 / 0.0226 / 24 / - / 0.857
Power figures rest on the tool's default switching activity, not on a simulated workload.
