$ cat flow/run.sh
#!/bin/bash
# OpenROAD 26Q1-2900-gdf79404cd8, Yosys 0.63+post, stock flow scripts
make -C /OpenROAD-flow-scripts/flow DESIGN_CONFIG=/design/flow/config.mk WORK_HOME=/design/flow/orfs finish
$ cat flow/config.mk
export PLATFORM = sky130hd
export DESIGN_NAME = top
export DESIGN_NICKNAME = top
export VERILOG_FILES = /design/flow/design.v
export SDC_FILE = /design/flow/constraint.sdc
export NUM_CORES = 4
export LEC_CHECK = 1
export CORE_AREA = 10 10 107 107
export DIE_AREA = 0 0 117 117
$ cat flow/constraint.sdc
current_design top

set clk_period 3.2
set clk_io_pct 0.2

create_clock -name clk0 -period $clk_period [get_ports {CLOCK_50}]

set non_clock_inputs [all_inputs -no_clocks]
set_input_delay [expr $clk_period * $clk_io_pct] -clock clk0 $non_clock_inputs
set_output_delay [expr $clk_period * $clk_io_pct] -clock clk0 [all_outputs]
$ cat flow/design.v
module clock_div(
    input clk_in,
    output reg clk_out
);
    reg [23:0] counter = 0;
    always @(posedge clk_in) begin
        counter <= counter + 1;
        clk_out <= counter[23];  
    end
endmodule
module fsm_xyz(
    input clk,
    input rst,
    output reg [2:0] xyz
);
    parameter s0 = 2'b00;
    parameter s1 = 2'b01;
    parameter s2 = 2'b10;
    parameter s3 = 2'b11;
    reg [1:0] currState, nextState;
    always @(posedge clk or negedge rst) begin
        if (!rst) begin
            currState <= s0;
        end else begin
            currState <= nextState;
        end
    end
    always @(*) begin
        case (currState)
            s0: begin xyz = 3'b000; nextState = s1; end
            s1: begin xyz = 3'b001; nextState = s2; end
            s2: begin xyz = 3'b010; nextState = s3; end
            s3: begin xyz = 3'b100; nextState = s0; end
            default: begin xyz = 3'b000; nextState = s0; end
        endcase
    end
endmodule
module top(
    input CLOCK_50,
    input [3:0] KEY,
    output [2:0] LEDG
);
    wire slow_clk;
    clock_div div0 (
        .clk_in(CLOCK_50),
        .clk_out(slow_clk)
    );
    fsm_xyz DUT (
        .clk(slow_clk),
        .rst(KEY[0]),
        .xyz(LEDG)
    );
endmodule
==> changes_impl.md <==
### Changed

* Status: finished, final reports clean
* Crit-path cells: ha_1 -> nand4_1 -> nor3_4 -> nand3_1 -> xnor2_1
* Syn Area/Cell at 11.1 µm²
* CTS buffer count at 3
* Total of max-cap violations at 0
* Fin worst setup slack at 1700 ps
* Aggregate global routing overflow at 0
* CP Capture Type: flop
* Chip height at 117 µm
* Area share of the largest cell type after synthesis at 46.3%
* Layout Utilization at 14.1%
* Sequential area share after synthesis at 55.7%
* Cells in synth_stat.txt at 97
* Wire per inst at 6.56 µm
* Die Size at 13700 µm²
* Synth-to-Final Area Change at 19.7%
* Worst Path Required at 3360 ps
* Final Hold Violating Endpoints at 0
* Synth async-reset ratio at 13.8%
* Worst Setup Path Type: flop to flop
* HPWL after DPL at 1080 µm
* Top-count cell post-synth: dfxtp_1
* CTS Hold Bufs at 0
* H-tree depth at 1
* Die X at 117 µm
* Top Ports at 8
* CP max-delay cell: dfxtp_1
* Period minus WS final at 1500 ps
* IO buf count at 4
* Share of layout cells above drive strength 1 at 10.8%
* Worst VDD drop at 0.223 mV
* CTS tree: built
* Vias/cell at 2.91
* Antenna violations before repair at 0
* Hold Crit Class: flop to flop
* Yosys stat area at 1080 µm²
* Synth Cell Area at 1080 µm²
* Clk latency late pin at 260 ps
* Final Skew at 4.12 ps
* Library cells used by synthesis at 19
* Slew headroom at 79.6%
* Row count at 35
* Post-route DRC at 0
* Ant. Diodes at 0
* Static Leak at 0.420 nW
* Worst-Margin Slew at 305 ps
* Vias in the first global route at 580
* Final ANT Viol Nets at 0
* Postcts setup bufs at 0
* Comb power frac at 0.4%
* Crit-path max cell delay at 370 ps
* Dpl ws at 1700 ps
* Top cells by count, synth: dfxtp_1 (25), xnor2_1 (17), nand3_1 (15)
* Synth Instances at 97
* Endpoints left unconstrained at 7
* Largest net degree at the start of global routing at 14
* Routed via count at 619
* Clock Pin Slew Worst Setup and Hold Paths at 80 ps
* Ys flops at 29
* Register pins left without a clock at 4
* Tool warnings at 28
* Tot GR Track Use at 2.16%
* Placed Area at 1250 µm²
* Post-synth EDFFs at 0
* Largest area contributor in the netlist: dfxtp_1
* Design area at 1290 µm²
* FMAX at 667 MHz
* Reg power frac at 63.5%
* P_int at 0.000401 W
* Clk pwr share at 36.1%
* Switch Pwr at 0.0000886 W
* Clock Tree Buf Depth at 2
* 1st-iter DRT viols at 31
* Pins Over Slew Limit at 0
* WL final at 1400 µm
* Core ar. at 9200 µm²
* Final Cycle Share at 46.8%
* TNS Setup at 0 ps
* Buf/Inv on CP at 0
* Routability cong. at 0.776
* Sw Ratio at 18.1%
* Crit Path Max Fanout at 5
* Initial core utilization at 11.7%
* Total iterations of the first detailed-routing run at 4
* Worst setup SP type: flop
* Main flop type: dfxtp_1
* Arrival @ worst endpoint at 1660 ps
* First-pass GRT wire length at 2480 µm
* Flop-to-flop setup slack at 1700 ps
* Top area cell types: dfxtp_1 (46%), xnor2_1 (14%), dfrtp_1 (7.0%)
* Crit path max-delay family: simple AND/OR/NAND/NOR gates
* Final setup fails at 0
* Pwr/cell area at 378 nW/µm²
* Synth warnings at 2
* RSZ-0062 raised after global routing: false
* CTS root buf: clkbuf_8
* # resized after CTS at 0
-- power by group through the flow --
stage	Combinational (W)	Sequential (W)	Clock [W]
4_1_cts	0.00000198	0.000311	0.000186
5_1_grt	0.00000208	0.000311	0.000197
6_report	0.00000195	0.000311	0.000176
-- final timing paths --
path / start / end / cells past startpoint
max: div0.counter[0]$_DFF_P_ / div0.counter[22]$_DFF_P_ / 5
min: div0.counter[23]$_DFF_P_ / div0.clk_out$_DFF_P_ / 0
max reg2reg: div0.counter[0]$_DFF_P_ / div0.counter[22]$_DFF_P_ / 5
min reg2reg: div0.counter[23]$_DFF_P_ / div0.clk_out$_DFF_P_ / 0
-- logic make-up (layout without fill, tap and decap cells) --
family	Yosys count	after routing	share of synthesized area, %
AND/OR/NAND/NOR	40	40	23.5
flip-flops	29	29	55.7
XOR/XNOR	22	22	17.8
buffers and inverters	5	10	1.74
adder cells (fa/ha/maj)	1	1	1.16
-- metal layers --
metal	part of all wire, %	wire (µm)	GRT usage (%)	up-vias
met5	0	0	0	-
met4	0	0	0.0824	0
met3	7.1	99	0.929	0
met2	37	516	3.11	10
met1	56	781	3.11	279
li1	-	-	-	330
-- final cells by class --
type	instances	area (µm²)
clock buffers	4	45.0
flip-flops and latches	29	602
multi-input cells	63	459
well taps	111	139
repair buffers	4	40.0
fillers	1035	7900
inverters	2	7.51
-- sequential cells by signal, summed over array words and instances, names as in the netlist --
name,cells
div0.counter,24
DUT.currState,4
div0.clk_out,1
-- metrics by stage --
step                hold WS, ps  power (W)  std cells
CTS                         373   0.000498        213
global placement            357   0.000320        209
global route                376   0.000510        213
floorplan                   350   0.000318         97
finish                      369   0.000489        213
detailed placement          361   0.000320        209
-- cells in the final DEF, fill, tap and decap left out --
master	instances
clkbuf_1	1
nand4_4	1
ha_1	1
inv_1	2
clkdlybuf4s50_1	4
xnor2_1	17
dfxtp_1	25
nor4_4	1
nand4_1	3
nor3_4	2
xor2_1	5
clkbuf_8	3
and3_1	2
nand2_1	6
nor2_1	7
nand3_1	15
dfstp_2	1
and3_2	1
nor2_2	1
dfrtp_1	3
nand3_2	1
Power and IR drop assume default switching activity.
