===== flow/run.sh =====
#!/bin/bash
# OpenROAD 26Q1-2900-gdf79404cd8, Yosys 0.63+post, stock flow scripts
make -C /OpenROAD-flow-scripts/flow DESIGN_CONFIG=/design/flow/config.mk WORK_HOME=/design/flow/orfs finish

===== flow/config.mk =====
export PLATFORM = sky130hd
export DESIGN_NAME = display_driver
export DESIGN_NICKNAME = display_driver
export VERILOG_FILES = /design/flow/design.v
export SDC_FILE = /design/flow/constraint.sdc
export NUM_CORES = 4
export LEC_CHECK = 1
export CORE_AREA = 10 10 102 102
export DIE_AREA = 0 0 112 112

===== flow/constraint.sdc =====
current_design display_driver

set clk_period 18.8
set clk_io_pct 0.2

create_clock -name clk0 -period $clk_period

set non_clock_inputs [all_inputs -no_clocks]
set_input_delay [expr $clk_period * $clk_io_pct] -clock clk0 $non_clock_inputs
set_output_delay [expr $clk_period * $clk_io_pct] -clock clk0 [all_outputs]

===== flow/design.v =====
module display_driver (
    input [15:0] bin,
    output reg [6:0] seg0, seg1, seg2, seg3, seg4  
);
    reg [3:0] d0, d1, d2, d3, d4; 
    integer i;
    reg [19:0] bcd;
    always @(*) begin
        bcd = 20'd0;
        for (i = 15; i >= 0; i = i - 1) begin
            if (bcd[19:16] >= 5) bcd[19:16] = bcd[19:16] + 3;  
            if (bcd[15:12] >= 5) bcd[15:12] = bcd[15:12] + 3;  
            if (bcd[11:8]  >= 5) bcd[11:8]  = bcd[11:8]  + 3;  
            if (bcd[7:4]   >= 5) bcd[7:4]   = bcd[7:4]   + 3;  
            bcd = {bcd[18:0], bin[i]};
        end
        {d4, d3, d2, d1, d0} = bcd[19:0]; 
    end
    always @(*) begin
        case (d0)
            0: seg0 = 7'b1000000;
            1: seg0 = 7'b1111001;
            2: seg0 = 7'b0100100;
            3: seg0 = 7'b0110000;
            4: seg0 = 7'b0011001;
            5: seg0 = 7'b0010010;
            6: seg0 = 7'b0000010;
            7: seg0 = 7'b1111000;
            8: seg0 = 7'b0000000;
            9: seg0 = 7'b0010000;
            default: seg0 = 7'b1111111;
        endcase
        case (d1)
            0: seg1 = 7'b1000000;
            1: seg1 = 7'b1111001;
            2: seg1 = 7'b0100100;
            3: seg1 = 7'b0110000;
            4: seg1 = 7'b0011001;
            5: seg1 = 7'b0010010;
            6: seg1 = 7'b0000010;
            7: seg1 = 7'b1111000;
            8: seg1 = 7'b0000000;
            9: seg1 = 7'b0010000;
            default: seg1 = 7'b1111111;
        endcase
        case (d2)
            0: seg2 = 7'b1000000;
            1: seg2 = 7'b1111001;
            2: seg2 = 7'b0100100;
            3: seg2 = 7'b0110000;
            4: seg2 = 7'b0011001;
            5: seg2 = 7'b0010010;
            6: seg2 = 7'b0000010;
            7: seg2 = 7'b1111000;
            8: seg2 = 7'b0000000;
            9: seg2 = 7'b0010000;
            default: seg2 = 7'b1111111;
        endcase
        case (d3)
            0: seg3 = 7'b1000000;
            1: seg3 = 7'b1111001;
            2: seg3 = 7'b0100100;
            3: seg3 = 7'b0110000;
            4: seg3 = 7'b0011001;
            5: seg3 = 7'b0010010;
            6: seg3 = 7'b0000010;
            7: seg3 = 7'b1111000;
            8: seg3 = 7'b0000000;
            9: seg3 = 7'b0010000;
            default: seg3 = 7'b1111111;
        endcase
        case (d4)
            0: seg4 = 7'b1000000;
            1: seg4 = 7'b1111001;
            2: seg4 = 7'b0100100;
            3: seg4 = 7'b0110000;
            4: seg4 = 7'b0011001;
            5: seg4 = 7'b0010010;
            6: seg4 = 7'b0000010;
            7: seg4 = 7'b1111000;
            8: seg4 = 7'b0000000;
            9: seg4 = 7'b0010000;
            default: seg4 = 7'b1111111;
        endcase
    end
endmodule

==> deck_impl_summary.md <==
Key Metrics from the Run

Critical path
  – Most frequent CP cell: ha_1
  – Critical path class: primary input to output port
  – Slowest CP cell: clkdlybuf4s50_1
  – CP arrival: 14.06 ns
  – Startpoint types: primary input
  – Worst Path Required: 15.04 ns
  – Peak fanout along the critical path: 21
  – CP max stage delay: 0.52 ns
  – Worst setup EP type: output port

STA
  – Measured slew at the worst slew-check pin: 0.733 ns
  – PnR worst setup slack: roughly 0.98 ns
  – Hold Slack: 8.52 ns
  – Cycle use final: 94.8%
  – Final Max Slew Viols: 0
  – Post-route minimum period: 17.82 ns
  – Setup TNS: 0 ns
  – # setup viols final: 0
  – Fmax: 56.1 MHz
  – Final hold vios: 0
  – Rel. slew slack: about half

Layout
  – Share of cells above drive strength 1: 10.9%
  – Register area: 0 um2
  – Area Growth Syn to Fin: 17.3%
  – Final Cell Area: 4210 um2
  – # fillers: 793
  – Finished Core Util: a little over 50%
  – Logic area: 3350 um2
  – Clock buffers: 0
  – FFs & Latches: 0

Run
  – Max-cap violation count: 0
  – Tool warnings: between 40 and 50

Synth
  – Distinct lib cells used: 92
  – Yosys Chip Area: about 3600 um2
  – Post-Syn Instances: 533
  – Post-Syn Area: around 3600 um2
  – Top post-synthesis cells by area: ha_1, nor2_1, a21oi_1, nand2_1, o21ai_0
  – Dominant cell type by area after synthesis: ha_1
  – Yosys warning count: 1
  – Avg Cell Area, Syn: 6.73 um2
  – Ys cells: 533
  – Area leader share: 10.8%
  – Synth top cell by count: nor2_1
  – Top cells by count, synth: nor2_1, nand2_1, a21oi_1, inv_1, ha_1
  – Seq/Total Area, Yosys: 0%

Drt
  – Vias per std cell: 5.96
  – Via Count: between 4000 and 5000
  – DRT iter0 DRCs: 272
  – WL/cell: 13.1 um
  – Total Routed Length: 8820 um
  – Post-route ant nets: 0
  – Inserted Diodes: 0
  – DR DRC count: 0
  – DRT Pass-1 Iters: 5

Global routing
  – Initial antenna violation count: 0
  – GRT busiest layer: met2
  – Vias in the first global route: 3529
  – GR Util met2: around 21%
  – Overall routing resource usage: 13.3%
  – Met1 Track Usage GR: roughly a fifth
  – GRT overflow: 0
  – Pin count of the biggest net entering global routing: 23
  – Global-route wire length before repair: around 16000 um
  – Met3 usage: 2.06%

Place
  – GPL Wtd Cong: 0.869
  – HPWL after DPL: 6890 um
  – Port bufs: 51
  – Post-DP Area: roughly 4200 um2
  – Dpl ws: between 0.7 and 0.8 ns

Floorplanning
  – Die Size: 12500 um2
  – # IOs: between 50 and 60
  – Site Rows: 33
  – Initial Util: a little over two fifths
  – Die extent in y: 112 um
  – Die width: 112 um
  – Core box area: 8220 um2

Worst hold path
  – HP Class: primary input to output port

CTS
  – Post-CTS Hold Buffers: 0

Run status
  – Status: finished clean
-- area by class of cell --
| class | count | area share (%) |
|---|---|---|
| repair buffers | 59 | 13.6 |
| inverters | 40 | 3.69 |
| well taps | 105 | 3.12 |
| multi-input cells | 470 | 79.6 |
-- metrics by stage --
stage,instances
2_1_floorplan,533
3_3_place_gp,671
5_1_grt,674
6_report,674
3_5_place_dp,671
4_1_cts,671
-- layout by cell type, fill, tap and decap left out, drive strengths merged, types with 5 or more instances in the layout --
cell type and count:
buf 8, or2 6, clkdlybuf4s50 51, and2 9, xnor2 12, inv 39
a211o 5, o2111ai 6, o32ai 5, nand2b 11, nor3 21, a211oi 12
o21a 6, mux2 6, nor2 60, o211ai 10, o31ai 7, nand3 13
a21o 11, mux2i 12, o22ai 5, nor4 5, xor2 5, and3 9
nand4 6, a21oi 39, a22oi 7, a31oi 8, o21ai 35, ha 31
nand2 47
-- kinds of logic after synthesis --
family / after synthesis / synth area share (%)
buf+inv: 63 / 7.05
xor+xnor: 17 / 4.78
mux: 18 / 5.89
compound gates: 205 / 44.1
simple gates: 198 / 27.1
fa+ha+maj: 32 / 11.1
-- repair_timing --
action	in CTS	in global routing
endpoints found under the setup margin	0	7
resized	0	2
buffers inserted	0	3
-- per-layer routing --
layer	share of wire [%]	up-vias	routed length (um)
met3	5.7	4	507
met5	0	-	0
li1	-	2104	-
met4	0.44	0	39
met1	50	1820	4410
met2	44	91	3860
-- path summary, 6_finish.rpt --
path / to / slack (ns) / depth (start not counted) / from
min: seg1[5] / 8.52 / 4 / bin[4]
max: seg3[3] / 0.98 / 53 / bin[13]
-- worst max-delay path: cells and delay by family --
family	cells	cell delay [ns]
AND-OR/OR-AND	20	4.37
XOR/XNOR	3	0.59
adder cells (fa/ha/maj)	10	2.14
buffers and inverters	9	1.71
AND/OR/NAND/NOR	11	1.50
